===== design/flow/run.sh =====
#!/bin/bash
# OpenROAD 26Q1-2900-gdf79404cd8, Yosys 0.63+post, stock flow scripts
make -C /OpenROAD-flow-scripts/flow DESIGN_CONFIG=/design/flow/config.mk WORK_HOME=/design/flow/orfs finish

===== design/flow/config.mk =====
export PLATFORM = sky130hd
export DESIGN_NAME = tlc_controller
export DESIGN_NICKNAME = tlc_controller
export VERILOG_FILES = /design/flow/design.v
export SDC_FILE = /design/flow/constraint.sdc
export NUM_CORES = 4
export LEC_CHECK = 1
export CORE_AREA = 10 10 91 91
export DIE_AREA = 0 0 101 101

===== design/flow/constraint.sdc =====
current_design tlc_controller

set clk_period 2.6
set clk_io_pct 0.2

create_clock -name clk0 -period $clk_period [get_ports {clk}]

set non_clock_inputs [all_inputs -no_clocks]
set_input_delay [expr $clk_period * $clk_io_pct] -clock clk0 $non_clock_inputs
set_output_delay [expr $clk_period * $clk_io_pct] -clock clk0 [all_outputs]

===== design/flow/design.v =====
`timescale 1ns / 1ps
module tlc_controller#(
    parameter n = 13)(
    input clk,reset_n,
    input Sa, Sb,
    output Ga, Ya, Ra, Gb, Yb, Rb
    );
    wire timer_done;
    wire [n-1 : 0] final_value;
    tlc_timer#(.n(n)) timer(
        .clk(clk),
        .reset_n(reset_n),
        .final_value(final_value),
        .timer_done(timer_done)
    );
    tlc_fsm#(.n(n)) fsm(
        .clk(clk),
        .reset_n(reset_n),
        .final_value(final_value),
        .timer_done(timer_done),
        .Sa(Sa),
        .Sb(Sb),
        .Ga(Ga),
        .Ya(Ya),
        .Ra(Ra),
        .Gb(Gb),
        .Yb(Yb),
        .Rb(Rb)
    );
endmodule
`timescale 1ns / 1ps
module tlc_fsm#(
    parameter n = 13)(
    input clk,reset_n,
    input timer_done,
    input Sa, Sb,
    output reg timer_reset,
    output reg [n-1 : 0] final_value,
    output reg Ga, Ya, Ra, Gb, Yb, Rb
    );
    reg [2:0] curr_state, next_state;
    localparam s0 = 3'b000;
    localparam s1 = 3'b001;
    localparam s2 = 3'b010;
    localparam s3 = 3'b011;
    localparam s4 = 3'b100;
    localparam s5 = 3'b101;
    always@(posedge clk, negedge reset_n)begin
        if(~reset_n)
            curr_state <= 'b0;
        else
            curr_state <= next_state;
    end
    always@(*)begin
        next_state = curr_state;
        final_value = 999;
        Ga = 0;
        Ya = 0;
        Ra = 0;
        Gb = 0;
        Yb = 0;
        Rb = 0;
        case(curr_state)
            s0: begin
                final_value = 4999;
                Ga = 1;
                Rb = 1;
                if(timer_done)
                    next_state = s1;
                else
                    next_state = s0;
            end 
            s1: begin
                final_value = 999;
                Ga = 1;
                Rb = 1;
                if(timer_done & Sb)
                    next_state = s2;
                else
                    next_state = s1;
            end       
            s2: begin
                final_value = 999;
                Ya = 1;
                Rb = 1;
                if(timer_done)
                    next_state = s3;
                else
                    next_state = s2;
            end     
            s3: begin
                final_value = 3999;
                Ra = 1;
                Gb = 1;
                if(timer_done)
                    next_state = s4;
                else
                    next_state = s3;
            end  
            s4: begin
                final_value = 999;
                Ra = 1;
                Gb = 1;
                if(timer_done & (Sa | ~Sb))
                    next_state = s5;
                else
                    next_state = s4;
            end      
            s5: begin
                final_value = 999;
                Ra = 1;
                Yb = 1;
                if(timer_done)
                    next_state = s0;
                else
                    next_state = s5;
            end    
            default:next_state = curr_state;
        endcase
    end
endmodule
`timescale 1ns / 1ps
module tlc_timer#(
    parameter n = 13)(
    input clk, reset_n,
    input [n-1 : 0] final_value,
    output timer_done
    );
    reg [n-1 : 0] curr_state, next_state;
    always@(posedge clk, negedge reset_n)begin
        if(~reset_n)
            curr_state <= 'b0;
        else
            curr_state <= next_state;
    end
    always@(*)begin
        next_state = curr_state;
        if(timer_done)
            next_state = 'b0;
        else
            next_state = curr_state + 1;
    end
    assign timer_done = (curr_state == final_value);
endmodule

==> flow_metrics.env <==
# physical design summary
export IMPL_status="finished clean"
export IMPL_hold_depth=1
export IMPL_cp_end_kind="primary output"
export IMPL_min_period_ps=2030
export IMPL_route_vias_total=688
export IMPL_synth_cells=90
export IMPL_area_growth_syn_to_layout_pct=23.1
export IMPL_compound_area_frac=0.0699
export IMPL_grt_pass1_wl_um=3170
export IMPL_cts_root_buf="clkbuf_8"
export IMPL_common_cells="dfrtp_1 (18), nor2_1 (11), nand4_1 (7)"
export IMPL_tightest_slew_ps=476
export IMPL_clock_skew_ps=2.03
export IMPL_route_detailed_drc=0
export IMPL_cp_start_kind="flop"
export IMPL_synth_top_cell_by_count="dfrtp_1"
export IMPL_power_density_nw_per_um2=433
export IMPL_required_ps=2080
export IMPL_worstPathMaxFanout=7
export IMPL_ys_sh_simple=0.224
export IMPL_hold_path_class="flop to flop"
export IMPL_xor_share=0.102
export IMPL_row_count=29
export IMPL_instances_no_fill=179
export IMPL_vdd_drop_max_uv=329
export IMPL_synth_async_reset_ratio=1.00
export IMPL_yosysCellCount=90
export IMPL_fp_util=0.149
export IMPL_ys_area_um2=948
export IMPL_max_clock_path_buffers=2
export IMPL_edf_count=0
export IMPL_grt_max_degree=20
export IMPL_grt_ovfl_total=0
export IMPL_cap_viol_max_count=0
export IMPL_rsz0062_at_grt="false"
export IMPL_cp_top_family="flip-flops"
export IMPL_min_period_over_period=0.780
export IMPL_dr_pass1_iters=4
export IMPL_numSynthFlops=19
export IMPL_syn_area_um2=948
export IMPL_n_fill_cell=692
export IMPL_fin_hold_ws_ps=484
export IMPL_synthTopCellsByArea="dfrtp_1 (47%), xnor2_1 (5.5%), nand4_1 (4.6%)"
export IMPL_hpwl_um=1280
export IMPL_ys_warn_count=2
export IMPL_tns_ps=0
export IMPL_place_gp_congestion=0.772
export IMPL_yosysTopAreaCell="dfrtp_1"
export IMPL_viasPerCell=3.84
export IMPL_min_from="timer.curr_state[0]"
export IMPL_r2r_setup_slack_ps=590
export IMPL_synth_area_per_cell_um2=10.5
export IMPL_h_tree_depth=1
export IMPL_synth_cell_types=30
export IMPL_drt_total_wl_um=1790
export IMPL_hold_violations=0
export IMPL_cts_made_buffers=3
export IMPL_fp_dieH_um=101
export IMPL_placed_cell_area_um2=1120
export IMPL_crit_arrival_ps=1510
export IMPL_grt_pass1_vias=683
export IMPL_path_clk_slew_ps=70
export IMPL_r2r_start="timer.curr_state[0]"
export IMPL_critPathSlowestCell="dfrtp_1"
export IMPL_drv_slew=0
export IMPL_die_w_um=101
export IMPL_dp_cells=175
export IMPL_ys_seq_share=0.503
export IMPL_antenna_found_initial=0
export IMPL_slowest_delay_ps=460
export IMPL_postCtsResizedCells=0
export IMPL_cts_sinks=19
export IMPL_relSlewSlack=0.678
export IMPL_logic_family="simple AND/OR/NAND/NOR gates"
export IMPL_warnings=25
export IMPL_p_leak_nw=0.478
export IMPL_fmax_ghz=0.493
export IMPL_grt_total_usage=0.0363
export IMPL_drtIter0Drc=34
export IMPL_critPathBufInv=1
export IMPL_postLayoutCellArea_um2=1170
export IMPL_mux_share=0.0475
export IMPL_ant_nets=0
export IMPL_insertedDiodeCount=0
export IMPL_detail_route_wl_per_cell_um=9.97
export IMPL_cts_tree="built"
export IMPL_top_area_frac=0.475
export IMPL_synth_adder_area_share=0.0132
export IMPL_clock_latency_late_pin_ps=250
export IMPL_setup_viol=0
export IMPL_worstHoldEndpoint="timer.curr_state[0]"
export IMPL_path_class="flop to primary output"
export IMPL_hold_buffers=0
export IMPL_coreArea_um2=6350
export IMPL_cts_setup_buffers=0
export IMPL_pin_count=10
export IMPL_path_cells="or3_1 > clkdlybuf4s50_1"
export IMPL_reg2regPathDepth=6
export IMPL_portBuffers=9
export IMPL_drive_gt1_frac=0.108
export IMPL_chipArea_um2=10200
export IMPL_flop_cell="dfrtp_1"
## placed cells by master (no fill, tap or decap)
cell type / Yosys / final
dfstp_2: 1 / 1
nand2b_1: 1 / 1
nor2b_1: 1 / 1
or2_2: 2 / 2
clkbuf_1: 0 / 1
mux2i_1: 3 / 3
nand2_1: 6 / 6
o21ai_0: 1 / 1
a211oi_2: 1 / 1
and2_0: 1 / 1
o22a_1: 1 / 1
nand4_1: 7 / 7
a21oi_1: 1 / 1
dfrtp_1: 18 / 18
inv_1: 3 / 3
nor3_1: 2 / 2
ha_1: 1 / 1
nor2_1: 11 / 11
a32o_1: 1 / 1
nand3_1: 3 / 3
a211oi_1: 1 / 1
buf_4: 0 / 2
or3_1: 3 / 3
o41ai_1: 1 / 1
and3_4: 1 / 1
clkbuf_8: 0 / 3
mux2_4: 1 / 1
xor2_1: 5 / 5
xnor2_1: 6 / 6
clkdlybuf4s50_1: 0 / 9
and3_1: 3 / 3
a22o_1: 1 / 1
## power breakdown
| group | switching, mW | internal, mW |
|---|---|---|
| Clock | 0.0889 | 0.109 |
| Combinational | 0.00686 | 0.00535 |
| Sequential | 0 | 0.296 |
| Total | 0.0958 | 0.410 |
## metrics by stage
step / utilization / setup slack [ps] / power [mW]
2_1_floorplan: - / 930 / 0.302
3_3_place_gp: 0.177 / 692 / 0.314
3_5_place_dp: 0.177 / 649 / 0.314
4_1_cts: 0.184 / 555 / 0.516
5_1_grt: 0.184 / 384 / 0.529
6_report: 0.184 / 572 / 0.505
## worst register-to-register path, stage by stage, from the launching register on
cell	delay, ps
dfrtp_1	380
ha_1	190
and2_0	300
and3_4	260
and3_1	370
buf_4	240
mux2i_1	190
## cells by family (layout without fill, tap and decap cells)
group,Yosys count,in the layout
buffers and inverters,6,18
and+or+nand+nor,41,41
muxes,4,4
AOI/OAI and AO/OA,8,8
adders and majority gates,1,1
DFF,19,19
xor gates and xnor gates,11,11
## layout make-up
class	instances	area, um2	share of cell area
flip-flops and latches	19	477	0.408
multi-input cells	65	433	0.371
repair buffers	11	105	0.0900
well taps	77	96.3	0.0825
clock buffers	4	45.0	0.0386
inverters	3	11.3	0.00965
## worst max-delay path by stage
stage	cells past startpoint	slack (ps)	startpoint	to
CTS	2	560	flop	Ra
global route	6	380	timer.curr_state[0]	fsm.curr_state[2]
finish	2	570	flop	Ra
## per-layer routing
layer,vias to the layer above,track usage,routed length (um)
li1,337,-,-
met1,333,0.0482,826
met2,16,0.0545,759
met3,2,0.0180,186
met4,0,0.00214,12
met5,-,0,0
No activity file was given, so power comes from the tool's default toggle rates.
